**flow/design.v**
```verilog
`timescale 1ns / 1ps
module vga_sync (
  input clock_25mhz, red, green, blue,
  output reg red_out, green_out, blue_out, horiz_sync_out, vert_sync_out,
  output reg [9:0] pixel_row, pixel_col
);
  parameter h_pixels_across = 640;
  parameter h_sync_low = 656;
  parameter h_sync_high = 752;
  parameter h_end_count = 799;
  parameter v_pixels_down = 480;
  parameter v_sync_low = 490;
  parameter v_sync_high = 492;
  parameter v_end_count = 524;
  reg [9:0] h_count, v_count;
  reg horiz_sync, vert_sync;
  reg video_on_v, video_on_h;
  wire video_on_int;
  assign video_on_int = video_on_h & video_on_v;
  always @ (posedge clock_25mhz) begin
    if (h_count == h_end_count) begin
      h_count <= 10'd0;
    end else begin
      h_count <= h_count + 10'd1;
    end
    if ((h_count <= h_sync_high) && (h_count >= h_sync_low)) begin
      horiz_sync <= 1'b0;
    end else begin
      horiz_sync <= 1'b1;
    end
    if ((v_count >= v_end_count) && (h_count >= h_sync_low)) begin
      v_count <= 10'd0;
    end else if (h_count == h_sync_low) begin
      v_count <= v_count + 10'd1;
    end
    if ((v_count <= v_sync_high) && (v_count >= v_sync_low)) begin
      vert_sync <= 1'b0;
    end else begin
      vert_sync <= 1'b1;
    end
    if (h_count < h_pixels_across) begin
      video_on_h <= 1'b1;
      pixel_col <= h_count;
    end else begin
      video_on_h <= 1'b0;
    end
    if (v_count <= v_pixels_down) begin
      video_on_v <= 1'b1;
      pixel_row <= v_count;
    end else begin
      video_on_v <= 1'b0;
    end
    horiz_sync_out <= horiz_sync;
    vert_sync_out <= vert_sync;
    red_out <= red & video_on_int;
    green_out <= green & video_on_int;
    blue_out <= blue & video_on_int;
  end
endmodule
```
**flow/run.sh**
```bash
#!/bin/bash
# OpenROAD 26Q1-2900-gdf79404cd8, Yosys 0.63+post, stock flow scripts
make -C /OpenROAD-flow-scripts/flow DESIGN_CONFIG=/design/flow/config.mk WORK_HOME=/design/flow/orfs finish
```
**flow/config.mk**
```make
export PLATFORM = sky130hd
export DESIGN_NAME = vga_sync
export DESIGN_NICKNAME = vga_sync
export VERILOG_FILES = /design/flow/design.v
export SDC_FILE = /design/flow/constraint.sdc
export NUM_CORES = 4
export LEC_CHECK = 1
export CORE_UTILIZATION = 30
```
**flow/constraint.sdc**
```tcl
current_design vga_sync

set clk_period 2.5
set clk_io_pct 0.2

create_clock -name clk0 -period $clk_period [get_ports {clock_25mhz}]

set non_clock_inputs [all_inputs -no_clocks]
set_input_delay [expr $clk_period * $clk_io_pct] -clock clk0 $non_clock_inputs
set_output_delay [expr $clk_period * $clk_io_pct] -clock clk0 [all_outputs]
```
==> results.cfg <==
; flow metrics
[synth]
ys_cells = 150
yosysMostFrequentCell = dfxtp_1
synth_warnings = 1
topCellsByArea = edfxtp_1, dfxtp_1, xor2_1, nor2_1, ha_1
yosysUniqueCellTypes = 33
avgSynthCellArea_um2 = 12.32
ys_area_um2 = 1848
edf_count = 20
postSynthSeqShare_pct = 63.91
ys_ff = 49
yosys.area.top_type_share_pct = 32.50
top_cells_by_count = dfxtp_1, edfxtp_1, nor2_1, xor2_1, nand2_1
ff_type = dfxtp_1
top_area_cell = edfxtp_1
async_reset_ff_share_pct = 0
syn-cell-area_um2 = 1848
syn_inst = 150

[worst_hold_path]
min_from = horiz_sync
worstHoldPathCells = 0
holdPathEnd = horiz_sync_out
min_path_type = flop to flop

[sta]
skew_ns = 0.007366
whs_ns = 0.3296
drv_slew = 0
timing.fmax_mhz = 541.3
hold_viol_final = 0
finalSetupViolCount = 0
max_slew.worst_pin.slew_ns = 0.3937
finalCritPeriodShare_pct = 73.89
fin_crit_ns = 1.847
rsz0062_at_grt = no
worst_slew_margin_rel_pct = 73.39
finalSetupTns_ns = 0

[cells_and_area]
drive_gt1_share_pct = 7.609
area_delta_synth_final_pct = 24.37

[clocking]
root_buffer = clkbuf_8
clk_pin_slew_worst_paths_ns = 0.08
cts-resized-gates = 0
numCtsBuffers = 5
cts_hold_buf = 0
cts_setup_buffers = 0
clock_sinks = 49
clockBufferDepth = 2
cts_tree = built
htree_levels = 2
insertion_delay_ns = 0.29

[drt]
antenna_left = 0
drt-total-wl_mm = 2.892
wl_met3_um = 147
drc = 0
dr_wl_met2_mm = 1.265
drt-pass1-iter-count = 4
via_per_inst = 4.475
antenna_cells = 0
num_vias = 1159
wl_per_cell_um = 11.17
wl_met1_mm = 1.447
top_layer = met4
drtIter0Drc = 58

[status]
status = finished clean

[worst_setup_path]
critPathKind = flop to flop
reg2reg_slack_ns = 0.65
start_kind = flop
r2r-end = pixel_row[2]
rr_startpoint = v_count[0]
path_max_fanout = 6
rr_worst_depth = 5
cp.arrival_ns = 1.86
end_kind = flop
critPathRequiredTime_ns = 2.51

[placed_design]
dp_hpwl_mm = 2.030
port_buffers = 28
routabilityCongestion = 0.7847

[global_route]
grt_pass1_wl_mm = 5.064
grt_pass1_vias = 1103
grt_max_degree = 14
overflow = 0
antenna_found_initial = 0
grt_util_all_layers_pct = 10.28

[floorplan]
core-area_um2 = 5921
die_y_um = 80.49
die-area_um2 = 6478
num_rows = 28
initCoreUtil_pct = 31.21
die_w_um = 80.49
io_pins = 29

[job]
maxCapViolCount = 0
warning_count = 27

[power_and_ir_drop]
power.density_nw_per_um2 = 546.7
ir_drop_uv = 202.6
p_leak_uw = 0.0008928
placed cells by master, fill, tap and decap left out, types with 5 or more instances in the layout:
cell,count
and3_1,7
nor2_1,14
clkdlybuf4s50_1,28
nand3_1,6
nand4_1,5
xor2_1,9
edfxtp_1,20
a21oi_1,5
dfxtp_1,29
clkbuf_8,5
inv_1,5
nand2_1,8
cell type report:
| type | count | area, um^2 |
|---|---|---|
| Timing Repair Buffer | 32 | 310.3 |
| Tap cell | 75 | 93.84 |
| Clock buffer | 8 | 80.08 |
| Multi-Input combinational cell | 90 | 614.3 |
| Sequential cell | 49 | 1181 |
| Inverter | 5 | 18.77 |
| Fill cell | 562 | 3622 |
registers in the layout (all words and copies together) (netlist names):
signal,count
vert_sync,1
vert_sync_out,1
v_count,10
green_out,1
red_out,1
video_on_v,1
horiz_sync,1
pixel_col,10
h_count,10
video_on_h,1
pixel_row,10
blue_out,1
horiz_sync_out,1
through the flow:
| stage | total power (uW) | setup WS (ns) | std cells | instance area, um^2 | util (%) |
|---|---|---|---|---|---|
| after floorplan | 842.5 | 0.3926 | 150 | 1848 | - |
| after global placement | 847.2 | 0.7010 | 251 | 2218 | 37.47 |
| after detailed placement | 846.9 | 0.6752 | 251 | 2218 | 37.47 |
| after CTS | 1277 | 0.6554 | 259 | 2298 | 38.82 |
| after global routing | 1316 | 0.5136 | 259 | 2298 | 38.82 |
| final | 1257 | 0.6528 | 259 | 2298 | 38.82 |
worst max-delay path, stage by stage (launching register included):
cell and delay, ns:
dfxtp_1 0.34, inv_1 0.10, ha_1 0.16, or4b_2 0.58
a21oi_1 0.21, buf_4 0.18
cell families after synthesis:
kind of cell,Yosys count,share of synthesized area [%]
and+or+nand+nor,57,18.62
DFF,49,63.91
AOI/OAI and AO/OA,15,5.078
xor gates and xnor gates,11,5.214
buffers and inverters,11,2.844
adders and majority gates,4,2.708
muxes,3,1.625
power breakdown:
group / switching, uW / internal [uW] / total (uW)
clock network: 229 / 199 / 428
logic: 0.457 / 4.00 / 4.46
registers: 0 / 824 / 824
how the worst max path moves through the flow:
stage,startpoint,end,depth (start not counted)
after CTS,v_count[0],pixel_row[2],5
final,v_count[0],pixel_row[2],5
after global routing,h_count[0],v_count[8],6
metal layers:
metal / track usage [%] / vias up
met4: 1.607 / 0
met2: 14.66 / 32
met3: 2.768 / 2
li1: - / 604
met1: 16.32 / 521
met5: 0 / -
No activity file was given, so power comes from the tool's default toggle rates.
