[/design/flow/config.mk]
export PLATFORM = sky130hd
export DESIGN_NAME = snake_parts
export DESIGN_NICKNAME = snake_parts
export VERILOG_FILES = /design/flow/design.v
export SDC_FILE = /design/flow/constraint.sdc
export NUM_CORES = 4
export LEC_CHECK = 1
export CORE_UTILIZATION = 50
[/design/flow/constraint.sdc]
current_design snake_parts

set clk_period 120.5
set clk_io_pct 0.2

create_clock -name clk0 -period $clk_period [get_ports {VGA_clk}]
create_clock -name clk1 -period $clk_period [get_ports {clk}]

set non_clock_inputs [all_inputs -no_clocks]
set_input_delay [expr $clk_period * $clk_io_pct] -clock clk0 $non_clock_inputs
set_output_delay [expr $clk_period * $clk_io_pct] -clock clk0 [all_outputs]
[/design/flow/design.v]
`timescale 1ns / 1ps
module snake_parts (
  input [9:0] pixel_row, pixel_column,
  input clk, VGA_clk, apple_eat,
  input BTNU, BTND, BTNL, BTNR, SWRES, SWPAUSE,
  output reg body_on, head_on, collided
);
  wire [9:0] head_size;
  reg [125:0] length;
  reg is_on [299:0];
  reg [9:0] snake_y_motion, snake_y_pos [299:0], snake_x_motion, snake_x_pos [299:0];
  integer a,i,j,k;
  assign head_size = 10'd10;
  always @ (posedge VGA_clk) begin
    if (!SWRES) begin
        length = 5'd8;
        for (a = 0; a < 300; a = a + 1) begin
            if (a < length) begin
                is_on[a] = 1;
            end else
                is_on[a] = 0;
        end
     end
     if (apple_eat) begin
        if (length < 300) begin
            is_on[length] = 1;
            length = length + 2;
        end
     end
  end
  always @ (posedge clk) begin
    if (!SWRES) begin
        for ( i = 3; i >= 0; i = i - 1) begin
            snake_y_pos[i] = 10'd240;
            snake_x_pos[i] = 10'd50 - (i * 10'd10);
        end 
        snake_x_motion = 10'd3;
        snake_y_motion = 10'd0;  
        collided = 1'b0;      
    end    
   if (BTNU) begin
        if(snake_y_motion != 10'd3) begin
            snake_x_motion = 10'd0;
            snake_y_motion = -10'd3;
        end
    end
    else if (BTNL) begin
        if(snake_x_motion != 10'd3) begin
            snake_y_motion = 10'd0;
            snake_x_motion = -10'd3;
        end
    end
    else if (BTND) begin
        if(snake_y_motion != -10'd3) begin
            snake_x_motion = 10'd0;
            snake_y_motion = 10'd3;
        end
    end
    else if (BTNR) begin
        if(snake_x_motion != -10'd3) begin
            snake_y_motion = 10'd0;
            snake_x_motion = 10'd3;
        end
    end
    if((snake_x_pos[0] <= 10 || snake_x_pos[0] > 625) | ( snake_y_pos[0] <= 10 | snake_y_pos[0] > 465)) begin
        collided = 1'b1;
    end
    for (j = 299; j > 0; j = j - 1) begin
        if (is_on[j]) begin
            if((snake_x_pos[0] == snake_x_pos[j]) & (snake_y_pos[0] == snake_y_pos[j])) begin
                collided = 1'b1;
            end
        end
    end
    if (!SWPAUSE && !collided) begin
        for (j = 299; j > 0; j = j - 1) begin
            snake_x_pos[j] = snake_x_pos[j-1];
            snake_y_pos[j] = snake_y_pos[j-1];
        end
        snake_y_pos[0] = snake_y_pos[0] + snake_y_motion;
        snake_x_pos[0] = snake_x_pos[0] + snake_x_motion;
    end
  end
  always @ (*) begin
    body_on = 1'b0;
    head_on = 1'b0;
    for ( k = 299; k > 0; k = k - 1) begin
        if (is_on[k]) begin
           if ((snake_x_pos[k] <= (pixel_column + head_size)) && (snake_x_pos[k] >= pixel_column) && (snake_y_pos[k] <= (pixel_row + head_size)) && ((snake_y_pos[k]) >= pixel_row)) begin
              body_on = 1'b1;
           end
        end
    end
    if ((snake_x_pos[0] <= (pixel_column + head_size)) && (snake_x_pos[0] >= pixel_column) && (snake_y_pos[0] <= (pixel_row + head_size)) && ((snake_y_pos[0]) >= pixel_row)) begin
          head_on = 1'b1;
    end
  end
endmodule
[/design/flow/run.sh]
#!/bin/bash
# OpenROAD 26Q1-2900-gdf79404cd8, Yosys 0.63+post, stock flow scripts
make -C /OpenROAD-flow-scripts/flow DESIGN_CONFIG=/design/flow/config.mk WORK_HOME=/design/flow/orfs finish
==> summary.txt <==
Implementation status.

- The run stopped with a tool error.
- Progress stopped at global routing.
- The first error in the log reads "[ERROR GRT-0183] Net clknet_0_VGA_clk: heap underflow during 3D maze routing".
- According to the I/O placement log, the pin count is 32.
- The synthesized area is 551000 um^2.
- The unique cell type count in the Yosys netlist is 108.
- For this design, Yosys synthesis ends with a cell count of 54200.
- The count of library flops with an enable pin is 5920.
- The number of buffers inserted by post-CTS setup repair is 0.
- Per the synth stats, the flop cell with the highest instance count is sky130_fd_sc_hd__edfxtp_1.
- The count of cells resized by post-cts repair is 0.
- Of all cell types, the one taking the most synthesized area is sky130_fd_sc_hd__edfxtp_1.
- Of the synthesized area, sequential elements account for 34.1%.
- The fraction of synthesized cell area taken by the top area cell type is 32.3%.
- The Yosys step of the flow raised 3 warnings.
- The area recorded from the Yosys report for this design is 551000 um^2.
- The number of placement rows is 385.
- The half-perimeter wire length after detailed placement is 3140000 um.
- Entering global routing, the biggest net connects 135 pins.
- The per-instance average area after synthesis is 10.2 um^2.
- The number of port buffers is 30.
- Of all flip-flops after synthesis, the portion carrying an async set or reset was 0%.
- Counting every instance in the synthesized netlist gives 54200.
- In this run, synthesis produced a sequential element count of 6432.
- The floorplan step set the die height to 1050 um.
- The width of the die is 1050 um.
- The number of hold buffers added after CTS was 0.
- In the post-synthesis netlist, the biggest area contributors are sky130_fd_sc_hd__edfxtp_1 32%, sky130_fd_sc_hd__ha_1 24%, sky130_fd_sc_hd__a21oi_1 3.7%.
- The clock sink total is 6432.
- The share of the core area taken by cells at floorplan is 50.2%.
- The final weighted congestion in routability-driven placement is 1.30.
## logic make-up after synthesis
logic type	Yosys count	share of synthesized area, %
AOI/OAI and AO/OA	17200	21.0
and+or+nand+nor	13000	12.7
adders and majority gates	10800	24.4
DFF	6432	34.1
buffers and inverters	3889	3.12
xor gates and xnor gates	2846	4.56
muxes	59	0.109
## per-stage QoR
step | std cells | instance area, um^2 | hold WS, ps | setup WS [ps]
after detailed placement | 70300 | 591000 | 441 | 61720
after global placement | 70300 | 591000 | 439 | 61160
after CTS | 71900 | 620000 | 454 | 61670
after floorplan | 54200 | 551000 | 426 | 3540
## cells in the mapped netlist, types with 196 or more instances
master                          n
sky130_fd_sc_hd__a2111oi_0    465
sky130_fd_sc_hd__a211oi_1     579
sky130_fd_sc_hd__a21o_1      1388
sky130_fd_sc_hd__a21oi_1     4082
sky130_fd_sc_hd__a221oi_1     332
sky130_fd_sc_hd__a22o_1       425
sky130_fd_sc_hd__a22oi_1      256
sky130_fd_sc_hd__a31oi_1      408
sky130_fd_sc_hd__a32oi_1      453
sky130_fd_sc_hd__and3_1       296
sky130_fd_sc_hd__buf_1        196
sky130_fd_sc_hd__buf_2       1084
sky130_fd_sc_hd__buf_4        261
sky130_fd_sc_hd__clkbuf_1     442
sky130_fd_sc_hd__dfxtp_1      512
sky130_fd_sc_hd__edfxtp_1    5920
sky130_fd_sc_hd__ha_1       10500
sky130_fd_sc_hd__inv_1       1851
sky130_fd_sc_hd__maj3_1       260
sky130_fd_sc_hd__nand2_1     2587
sky130_fd_sc_hd__nand2b_1    1047
sky130_fd_sc_hd__nand3_1     1012
sky130_fd_sc_hd__nand4_1     1192
sky130_fd_sc_hd__nand4b_1     212
sky130_fd_sc_hd__nor2_1      1910
sky130_fd_sc_hd__nor2b_1      975
sky130_fd_sc_hd__nor3_1      1389
sky130_fd_sc_hd__nor4_1       780
sky130_fd_sc_hd__o2111ai_1    588
sky130_fd_sc_hd__o211ai_1     361
sky130_fd_sc_hd__o21a_1       667
sky130_fd_sc_hd__o21ai_0     3351
sky130_fd_sc_hd__o21bai_1     392
sky130_fd_sc_hd__o221ai_1     309
sky130_fd_sc_hd__o22ai_1      774
sky130_fd_sc_hd__o32ai_1      657
sky130_fd_sc_hd__or3_1        249
sky130_fd_sc_hd__or4_1        283
sky130_fd_sc_hd__xnor2_1     1644
sky130_fd_sc_hd__xor2_1      1187
