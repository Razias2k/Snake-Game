[/design/flow/run.sh]
#!/bin/bash
# OpenROAD 26Q1-2900-gdf79404cd8, Yosys 0.63+post, stock flow scripts
make -C /OpenROAD-flow-scripts/flow DESIGN_CONFIG=/design/flow/config.mk WORK_HOME=/design/flow/orfs finish
[/design/flow/config.mk]
export PLATFORM = sky130hd
export DESIGN_NAME = apple
export DESIGN_NICKNAME = apple
export VERILOG_FILES = /design/flow/design.v
export SDC_FILE = /design/flow/constraint.sdc
export NUM_CORES = 4
export LEC_CHECK = 1
export CORE_UTILIZATION = 30
[/design/flow/constraint.sdc]
current_design apple

set clk_period 2.5
set clk_io_pct 0.2

create_clock -name clk0 -period $clk_period [get_ports {x_clock}]
create_clock -name clk1 -period $clk_period [get_ports {y_clock}]

set non_clock_inputs [all_inputs -no_clocks]
set_input_delay [expr $clk_period * $clk_io_pct] -clock clk0 $non_clock_inputs
set_output_delay [expr $clk_period * $clk_io_pct] -clock clk0 [all_outputs]
[/design/flow/design.v]
`timescale 1ns / 1ps
module apple (
input x_clock, y_clock,
  input [9:0] pixel_row, pixel_column,
  input vert_sync, apple_eat,
  output reg is_apple
);
    reg [9:0] rand_x, rand_y;
    reg [9:0] apple_x = 10'd400, apple_y = 10'd300;
    always @ (posedge x_clock) begin
        if (rand_x < 620) begin
            rand_x = rand_x + 10;
        end else begin
            rand_x = 20;
        end
    end
    always @ (posedge y_clock) begin
        if (rand_y < 460) begin
            rand_y = rand_y + 10;
        end else begin
            rand_y = 20;
        end
    end
    always @ (posedge y_clock) begin
        if (apple_eat) begin
            apple_x <= rand_x;
            apple_y <= rand_y;
        end
    end
    always @ (*) begin   
        is_apple <= ((apple_x <= (pixel_column + 8)) && (apple_x >= pixel_column) && (apple_y <= (pixel_row + 8)) && ((apple_y) >= pixel_row));
	end
endmodule
==> run summary <==
Summary of the current implementation state.

- The global-route wire length before repair is between 6000 and 7000 µm, for reference.
- On the critical path the data arrives at about 2.3 ns.
- For this run, the register share of the synthesized area comes to between 40% and 50%.
- The count of antenna diodes in the layout is 0, for reference.
- The critical path's largest stage delay is between 0.5 and 0.6 ns, for reference.
- The placement-stage worst setup slack is -1.19 ns, for reference.
- The startpoint type of the worst setup path is an input pin, for reference.
- Per the power-grid run, VDD falls by no more than roughly 0.23 mV.
- Across all layers, the routed design uses around 1,700 vias.
- The fraction of final layout cells sized beyond drive strength 1 is 25.2%, for reference.
- The worst hold slack is around 0.44 ns, for reference.
- Overall routing resource usage recorded by global route was 11.2%.
- The number of hold-repair buffers added at the cts stage is 0, for reference.
- In this run, the number of DRC markers left after iteration 0 of detailed routing was 18.
- The flow ran to the end, but the final reports show violations.
- The routed length per instance is between 10 and 15 µm, for reference.
- The register bit count reported by yosys is 36, for reference.
- TritonCTS reports the number of clock sinks as 36.
- The area fraction of the dominant cell type after synthesis is 24.4%, for reference.
- The area of the synthesized netlist per yosys stat is around 2200 µm², for reference.
- Setup repair after global routing could not meet its margin everywhere.
- STA shows the worst reg2reg path with a cell count of 3.
- The power density relative to cell area is 490 nW/µm², for reference.
- Per the OpenROAD floorplan log, the width of the die is around 90 µm.
- The launch point of the worst register-to-register path is recorded as rand_y[3].
- The number of maximum-capacitance violations recorded for the run is 0.
- At the end of routability-driven placement, the weighted congestion stood at 0.840.
- The worst path required time is 2.00 ns, for reference.
- In this run the mean area of a mapped cell was 10.1 µm².
- The total congestion overflow after global routing is 0, for reference.
- The final design area excluding fillers is 3020 µm², for reference.
- Before placement the cells fill between 30% and 40% of the core.
- The chip occupies slightly below 8000 µm².
- Looking at the hold checks, the worst path lands on apple_y[9].
- The cell type with the largest total area after synthesis is edfxtp_1, for reference.
- The count of buffers from port buffering is 22, for reference.
- Entering global routing, the biggest net connects 19 pins.
- The total buffers and inverters traversed by the critical path is 2, for reference.
- Per STA, the worst path is made up of buf_8 > and3_4 > xnor2_2 > ha_1 > nand3_2 > or4_1 > o211ai_1 > a31oi_1 > and4bb_1 > buf_2.
- In this run the core area contains 30 standard-cell rows.
- The number of warnings issued by yosys is 1, for reference.
- In the setup report, the worst path falls into the class input pin to primary output.
- Among all stages on the critical path, the largest delay is contributed by or4_1.
- Across all register-to-register paths, the minimum setup slack is between 1 and 1.5 ns.
- The number of nets still failing antenna checks after routing is 0, for reference.
- Per the synth stats, the flop cell with the highest instance count is edfxtp_1.
- The layout overhead on the synthesized area is 36.3%, for reference.
- The number of instances in the synthesized netlist is roughly 220, for reference.
- The clock skew after layout is 0.00590 ns, for reference.
- The HPWL after detailed placement is 3180 µm.
- The detailed-router iteration count before antenna repair is 4, for reference.
- The OpenROAD warning count is 32, for reference.
- After synthesis, the netlist uses between 40 and 50 different library cells.
- The area of the mapped netlist is 2210 µm², for reference.
- The number of flops mapped to enable cells by yosys is 18, for reference.
- Looking at hold timing, the worst path starts from rand_y[9].
- In the final timing run, aggregate negative setup slack is -0.327 ns.
- The checks that failed: negative setup slack.
- The area after detailed placement is about 2700 µm², for reference.
- The timing report gives the clock slew at the launch and capture registers of the worst setup and hold paths as 0.09 ns.
- TritonCTS built the clock tree.
- The number of antenna violations at the first check in global routing came to 0.
- The cell count of the worst hold path is 0, for reference.
- Summing internal, switching and leakage power gives between 1 and 1.5 mW.
- During I/O placement, the number of pins put on the boundary was 25.
- The placeable core region is roughly 6900 µm², for reference.
- The post-route utilization of the core is recorded as between 40 and 50%.
- For this run, design rule violations remaining after detail routing come to 0.
- The final setup violation count is 1, for reference.
- The final report lists a non-filler cell total of about 370.
- The final-report hold violation count is 0, for reference.
- The final tally of max-slew violations is 0, for reference.
- The die is ~88 µm tall.
- The number of global-route vias before repair is roughly 1,600, for reference.
- The routed wire length is roughly 4000 µm, for reference.
- The tightest min-delay check is of the register to register type.
- STA classifies the critical path endpoint as a primary output.
- The maximum fanout along the worst path is 3, for reference.
- Per the synth stats, the proportion of register bits with asynchronous set or reset is 0%.
- For reference, the top cells by area after synthesis are edfxtp_1, ha_1, dfxtp_1.
- The via count normalized by instance count is roughly 4.5, for reference.
- In this design, the largest share of critical-path delay is due to simple AND/OR/NAND/NOR gates.
- After layout, the worst setup slack is -0.327 ns.
- The leakage power summed over all cells is ~1.3 nW, for reference.
- The post-placement cell count is ~360, for reference.
- In this run the critical register-to-register path is captured at rand_y[2].
- The cell count in the Yosys report is around 220, for reference.
## layer usage
metal | wire, µm | global-route usage (%) | vias to the layer above
met5 | 0 | 0 | -
met4 | 32 | 2.09 | 0
met3 | 105 | 1.62 | 4
met2 | 1750 | 16.9 | 11
met1 | 2110 | 17.7 | 747
li1 | - | - | 907
## worst max-delay path by stage
stage                   startpoint  slack, ns  cells past startpoint        to
after CTS             pixel_row[3]      -0.38                     11  is_apple
after global routing  pixel_row[4]      -0.45                     11  is_apple
final                 pixel_row[4]      -0.33                     10  is_apple
## placed cells by master (no fill, tap or decap), types with 3 or more instances in the layout
master | netlist | layout
a21oi_1 | 12 | 12
nor2_1 | 24 | 24
o21ai_0 | 5 | 4
nand3_2 | 0 | 4
ha_1 | 36 | 32
xnor2_1 | 13 | 9
ha_4 | 0 | 3
dlygate4sd2_1 | 0 | 4
nand2b_1 | 4 | 4
nand4_1 | 5 | 5
a21o_1 | 4 | 4
buf_6 | 0 | 4
buf_4 | 0 | 30
edfxtp_1 | 18 | 18
nand2_1 | 7 | 7
dfxtp_1 | 18 | 18
xor2_1 | 8 | 8
clkbuf_8 | 0 | 6
inv_1 | 19 | 18
nand3_1 | 10 | 5
clkdlybuf4s50_1 | 0 | 7
xnor2_2 | 0 | 4
o211ai_1 | 3 | 3
## synth_stat cells (3+ instances only)
master	count
a21o_1	4
a21oi_1	12
dfxtp_1	18
edfxtp_1	18
ha_1	36
inv_1	19
nand2_1	7
nand2b_1	4
nand3_1	10
nand4_1	5
nor2_1	24
o211ai_1	3
o21ai_0	5
xnor2_1	13
xor2_1	8
## worst reg2reg max path: stages (launching register included)
cell and delay (ns):
dfxtp_1 0.37, a211o_1 0.32, a41o_1 0.32, or2_1 0.23
## flip-flops by register name, indices dropped and copies added, names as in the netlist
signal,cells
rand_x,9
rand_y,9
apple_x,9
apple_y,9
## cells by family after synthesis
kind of cell	after synthesis	synth area share, %
simple gates	65	14.8
compound gates	38	11.5
fa+ha+maj	36	20.3
flops	36	40.7
buf+inv	22	3.73
xor+xnor	21	8.31
other cells	1	0.169
mux	1	0.452
## power breakdown
group	internal (mW)	leakage, nW	switching, mW
logic	0.209	0.944	0.164
registers	0.663	0.321	0.0381
clock network	0.227	0.0489	0.179
## what timing repair did
action,in CTS,in global routing
endpoints found under the setup margin,1,1
resized,63,16
buffers inserted,2,2
pin swaps,24,19
## layout make-up
cell class | count | area [µm²]
Clock buffer | 7 | 86.3
Clock inverter | 1 | 8.76
Fill cell | 649 | 3930
Inverter | 21 | 78.8
Multi-Input combinational cell | 162 | 1390
Sequential cell | 36 | 901
Tap cell | 96 | 120
Timing Repair Buffer | 51 | 438
Power figures rest on the tool's default switching activity, not on a simulated workload.
